File: design/flow/constraint.sdc
current_design Lab4

set clk_period 5.7
set clk_io_pct 0.2

create_clock -name clk0 -period $clk_period [get_ports {clk}]

set non_clock_inputs [all_inputs -no_clocks]
set_input_delay [expr $clk_period * $clk_io_pct] -clock clk0 $non_clock_inputs
set_output_delay [expr $clk_period * $clk_io_pct] -clock clk0 [all_outputs]
File: design/flow/run.sh
#!/bin/bash
# OpenROAD 26Q1-2900-gdf79404cd8, Yosys 0.63+post, stock flow scripts
make -C /OpenROAD-flow-scripts/flow DESIGN_CONFIG=/design/flow/config.mk WORK_HOME=/design/flow/orfs finish
File: design/flow/design.v
module Lab4(signalout,sw, clk);
	input clk;
	input [1:0] sw;
	output signalout;
	reg signalout;
	reg [31:0] mycounter1, mycounter2, myonesecond, countlow, counthigh;
	reg [31:0] progress, lastnote;
	wire clk2;
	assign clk2 = clk/2;
	initial begin
		mycounter1 = 0;
		mycounter2 = 0;
		signalout = 0;
		myonesecond = 50000000/8;
		progress = 4'b0001;
	end
	always @(posedge clk) begin
		case(progress)
			default: begin
			end
			4'b0000: begin
				mycounter1 = mycounter1 + 1'b1;
				mycounter2 = mycounter2 + 1'b1;
				if(mycounter1 < countlow) begin
					signalout = 0;
				end
				if((mycounter1 >= countlow) && (mycounter1 < counthigh)) begin
					signalout = 1;
				end
				if(mycounter1 >= counthigh) begin
					signalout = 0;
					mycounter1 = 0;
					if(mycounter2 >= myonesecond) begin
						progress = lastnote;
						mycounter2 = 0;
					end
				end
			end
			4'b0001: begin  
				countlow = 37921;
				counthigh = 75843;
				progress = 0;
				lastnote = 2;
			end
			2: begin  
				countlow = 37921;
				counthigh = 75843;
				progress = 0;
				lastnote = 3;
			end
			3: begin  
				countlow = 42565;
				counthigh = 85131;
				progress = 0;
				lastnote = 4;
			end
			4: begin 
				countlow = 0;
				counthigh = 0;
				progress = 0;
				lastnote = 5;				
			end
			5: begin  
				countlow = 42565;
				counthigh = 85131;
				progress = 0;
				lastnote = 6;
			end			
			6: begin  
				countlow = 37921;
				counthigh = 75843;
				progress = 0;
				lastnote = 7;
			end			
			7: begin  
				countlow = 37921;
				counthigh = 75843;
				progress = 0;
				lastnote = 8;
			end	
			8: begin  
				countlow = 42565;
				counthigh = 85131;
				progress = 0;
				lastnote = 9;
			end
			9: begin  
				countlow = 37921;
				counthigh = 75843;
				progress = 0;
				lastnote = 10;
			end
			10: begin  
				countlow = 37921;
				counthigh = 75843;
				progress = 0;
				lastnote = 11;
			end
			11: begin  
				countlow = 42565;
				counthigh = 85131;
				progress = 0;
				lastnote = 12;
			end
			12: begin 
				countlow = 0;
				counthigh = 0;
				progress = 0;
				lastnote = 13;				
			end
			13: begin  
				countlow = 42565;
				counthigh = 85131;
				progress = 0;
				lastnote = 14;
			end			
			14: begin  
				countlow = 37921;
				counthigh = 75843;
				progress = 0;
				lastnote = 15;
			end			
			15: begin  
				countlow = 37921;
				counthigh = 75843;
				progress = 0;
				lastnote = 16;
			end	
			16: begin  
				countlow = 42565;
				counthigh = 85131;
				progress = 0;
				lastnote = 17;
			end
			17: begin  
				countlow = 37921;
				counthigh = 75843;
				progress = 0;
				lastnote = 18;
			end
			18: begin  
				countlow = 42565;
				counthigh = 85131;
				progress = 0;
				lastnote = 19;
			end
			19: begin  
				countlow = 37921;
				counthigh = 75843;
				progress = 0;
				lastnote = 20;
			end
			20: begin 
				countlow = 0;
				counthigh = 0;
				progress = 0;
				lastnote = 21;
			end
			21: begin  
				countlow = 42565;
				counthigh = 85131;
				progress = 0;
				lastnote = 22;
			end	
			22: begin  
				countlow = 17896;
				counthigh = 35793;
				progress = 0;
				lastnote = 23;
			end
			23: begin 
				countlow = 0;
				counthigh = 0;
				progress = 0;
				lastnote = 24;
			end
			24: begin  
				countlow = 17896;
				counthigh = 35793;
				progress = 0;
				lastnote = 25;
			end
			25: begin  
				countlow = 37921;
				counthigh = 75843;
				progress = 0;
				lastnote = 26;
			end
			26: begin  
				countlow = 42565;
				counthigh = 85131;
				progress = 0;
				lastnote = 27;
			end	
			27: begin  
				countlow = 23889;
				counthigh = 47778;
				progress = 0;
				lastnote = 28;
			end
			28: begin  
				countlow = 37921;
				counthigh = 75843;
				progress = 0;
				lastnote = 29;
			end
			29: begin  
				countlow = 37921;
				counthigh = 75843;
				progress = 0;
				lastnote = 30;
			end
			30: begin  
				countlow = 42565;
				counthigh = 85131;
				progress = 0;
				lastnote = 31;
			end
			31: begin 
				countlow = 0;
				counthigh = 0;
				progress = 0;
				lastnote = 32;				
			end
			32: begin  
				countlow = 42565;
				counthigh = 85131;
				progress = 0;
				lastnote = 33;
			end			
			33: begin  
				countlow = 37921;
				counthigh = 75843;
				progress = 0;
				lastnote = 34;
			end			
			34: begin  
				countlow = 37921;
				counthigh = 75843;
				progress = 0;
				lastnote = 35;
			end	
			35: begin  
				countlow = 42565;
				counthigh = 85131;
				progress = 0;
				lastnote = 40;
			end
			40: begin  
				countlow = 37921;
				counthigh = 75843;
				progress = 0;
				lastnote = 41;
			end
			41: begin  
				countlow = 37921;
				counthigh = 75843;
				progress = 0;
				lastnote = 42;
			end
			42: begin  
				countlow = 42565;
				counthigh = 85131;
				progress = 0;
				lastnote = 43;
			end
			43: begin 
				countlow = 0;
				counthigh = 0;
				progress = 0;
				lastnote = 44;				
			end
			44: begin  
				countlow = 42565;
				counthigh = 85131;
				progress = 0;
				lastnote = 45;
			end			
			45: begin  
				countlow = 37921;
				counthigh = 75843;
				progress = 0;
				lastnote = 46;
			end			
			46: begin  
				countlow = 37921;
				counthigh = 75843;
				progress = 0;
				lastnote = 47;
			end	
			47: begin  
				countlow = 42565;
				counthigh = 85131;
				progress = 0;
				lastnote = 48;
			end
			48: begin  
				countlow = 37921;
				counthigh = 75843;
				progress = 0;
				lastnote = 49;
			end
			49: begin  
				countlow = 42565;
				counthigh = 85131;
				progress = 0;
				lastnote = 51;
			end
			51: begin  
				countlow = 37921;
				counthigh = 75843;
				progress = 0;
				lastnote = 52;
			end
			52: begin 
				countlow = 0;
				counthigh = 0;
				progress = 0;
				lastnote = 53;
			end
			53: begin  
				countlow = 42565;
				counthigh = 85131;
				progress = 0;
				lastnote = 54;
			end	
			54: begin  
				countlow = 17896;
				counthigh = 35793;
				progress = 0;
				lastnote = 55;
			end
			55: begin 
				countlow = 0;
				counthigh = 0;
				progress = 0;
				lastnote = 56;
			end
			56: begin  
				countlow = 17896;
				counthigh = 35793;
				progress = 0;
				lastnote = 57;
			end
			57: begin  
				countlow = 37921;
				counthigh = 75843;
				progress = 0;
				lastnote = 58;
			end
			58: begin  
				countlow = 42565;
				counthigh = 85131;
				progress = 0;
				lastnote = 59;
			end	
			59: begin  
				countlow = 23889;
				counthigh = 47778;
				progress = 0;
				lastnote = 60;
			end
			60: begin  
				countlow = 23889;
				counthigh = 47778;
				progress = 0;
				lastnote = 61;
			end
			61: begin  
				countlow = 23889;
				counthigh = 47778;
				progress = 0;
				lastnote = 62;
			end
			62: begin  
				countlow = 37921;
				counthigh = 75843;
				progress = 0;
				lastnote = 63;
			end			
			63: begin  
				countlow = 42565;
				counthigh = 85131;
				progress = 0;
				lastnote = 64;
			end	
			64: begin  
				countlow = 17896;
				counthigh = 35793;
				progress = 0;
				lastnote = 65;
			end
			65: begin  
				countlow = 31888;
				counthigh = 63776;
				progress = 0;
				lastnote = 66;
			end
			66: begin  
				countlow = 31888;
				counthigh = 63776;
				progress = 0;
				lastnote = 67;
			end
			67: begin  
				countlow = 17896;
				counthigh = 35793;
				progress = 0;
				lastnote = 68;
			end			
			68: begin  
				countlow = 25309;
				counthigh = 50619;
				progress = 0;
				lastnote = 69;
			end
			69: begin  
				countlow = 25309;
				counthigh = 50619;
				progress = 0;
				lastnote = 70;
			end			
			70: begin  
				countlow = 28409;
				counthigh = 56818;
				progress = 0;
				lastnote = 71;
			end			
			71: begin  
				countlow = 31888;
				counthigh = 63776;
				progress = 0;
				lastnote = 72;
			end
			72: begin  
				countlow = 28409;
				counthigh = 56818;
				progress = 0;
				lastnote = 73;
			end
			73: begin  
				countlow = 42565;
				counthigh = 85131;
				progress = 0;
				lastnote = 74;
			end
			74: begin  
				countlow = 37921;
				counthigh = 75843;
				progress = 0;
				lastnote = 75;
			end
			75: begin  
				countlow = 17896;
				counthigh = 35793;
				progress = 0;
				lastnote = 76;
			end			
			76: begin  
				countlow = 23889;
				counthigh = 47778;
				progress = 0;
				lastnote = 77;
			end	
			77: begin  
				countlow = 42565;
				counthigh = 85131;
				progress = 0;
				lastnote = 78;
			end
			78: begin  
				countlow = 17896;
				counthigh = 35793;
				progress = 0;
				lastnote = 79;
			end			
			79: begin  
				countlow = 28409;
				counthigh = 56818;
				progress = 0;
				lastnote = 80;
			end			
			80: begin  
				countlow = 25309;
				counthigh = 50619;
				progress = 0;
				lastnote =81;
			end
			81: begin  
				countlow = 23889;
				counthigh = 47778;
				progress = 0;
				lastnote = 82;
			end
			82: begin  
				countlow = 31888;
				counthigh = 63776;
				progress = 0;
				lastnote = 83;
			end
			83: begin 
				countlow = 0;
				counthigh = 0;
				progress = 0;
				lastnote = 84;
			end			
			84: begin  
				countlow = 47778;
				counthigh = 95556;
				progress = 0;
				lastnote = 85;
			end			
			85: begin  
				countlow = 42565;
				counthigh = 85131;
				progress = 0;
				lastnote = 86;
			end	
			86: begin  
				countlow = 17896;
				counthigh = 35793;
				progress = 0;
				lastnote = 87;
			end
			87: begin  
				countlow = 28409;
				counthigh = 56818;
				progress = 0;
				lastnote = 88;
			end		
			88: begin  
				countlow = 31888;
				counthigh = 63776;
				progress = 0;
				lastnote = 89;
			end
			89: begin 
				countlow = 0;
				counthigh = 0;
				progress = 0;
				lastnote = 90;
			end
			90: begin  
				countlow = 31888;
				counthigh = 63776;
				progress = 0;
				lastnote = 91;
			end
			91: begin  
				countlow = 17896;
				counthigh = 35793;
				progress = 0;
				lastnote = 92;
			end
			92: begin  
				countlow = 42565;
				counthigh = 85131;
				progress = 0;
				lastnote = 1;
			end
		endcase	
	end
endmodule
File: design/flow/config.mk
export PLATFORM = sky130hd
export DESIGN_NAME = Lab4
export DESIGN_NICKNAME = Lab4
export VERILOG_FILES = /design/flow/design.v
export SDC_FILE = /design/flow/constraint.sdc
export NUM_CORES = 4
export LEC_CHECK = 1
export CORE_UTILIZATION = 40
==> results.json <==
{
  "min_path_type": "reg2reg",
  "die-area_mm2": 0.0186,
  "core_mm2": 0.0175,
  "fin_ws_ns": 1.37,
  "fp.dieH_um": 136,
  "grt.busiest_layer": "met1",
  "area_leaders": "edfxtp_1 (40%), ha_1 (6.1%), xnor2_1 (4.0%)",
  "yosysSeqAreaShare_pct": 39.9,
  "place_area_mm2": 0.00747,
  "post-route-drc-count": 0,
  "p_per_area_mw_per_mm2": 176,
  "reg2reg_to": "mycounter2[1]",
  "post_cts_resized": 0,
  "ios": 4,
  "grt_use_met1_pct": 31.4,
  "cts_tree": "yes",
  "cts_made_buffers": 9,
  "path_clk_slew_ns": 0.07,
  "dp.cells": 992,
  "fin_cells": 1009,
  "tns_ns": 0,
  "status": "complete, no violations",
  "htree_num_levels": 3,
  "clock_sinks": 96,
  "synth.distinct_cells": 77,
  "drt_iter0_drc": 561,
  "via_count": 5781,
  "finalClockSkew_ns": 0.00939,
  "nFillCells": 1610,
  "synth_area_per_cell_um2": 9.23,
  "cp.arrival_ns": 4.43,
  "wirelength_mm": 16.4,
  "reg2reg_slack_ns": 1.37,
  "port_buffers": 1,
  "power_mw": 1.37,
  "slew_headroom_pct": 54.2,
  "worst_pin_slew_ns": 0.681,
  "grt_pass1_wl_mm": 27.4,
  "worst-r2r-cell-count": 15,
  "gr-usage-met2_pct": 27.9,
  "ff_type": "edfxtp_1",
  "irDropWorstVdd_mv": 0.147,
  "edf_count": 96,
  "rr_startpoint": "mycounter1[2]",
  "finalSetupViolCount": 0,
  "synthCells": 783,
  "yosys_area_mm2": 0.00723,
  "yosysWarnings": 1,
  "crit_type": "reg2reg",
  "drtPass1Iterations": 5,
  "cap_violations": 0,
  "grtUsageTotal_pct": 19.3,
  "total_leakage_power_nw": 2.77,
  "overflow": 0,
  "ctsHoldBuffers": 0,
  "yosys.area.top_type": "edfxtp_1",
  "grt_max_degree": 48,
  "wl_per_cell_um": 16.3,
  "die_w_um": 136,
  "drv_slew": 0,
  "finalInstanceArea_mm2": 0.00777,
  "hold_path_depth": 1,
  "max_freq_ghz": 0.231,
  "rsz0062_at_grt": "no",
  "clk_latency_ns": 0.35,
  "hold_viol_final": 0,
  "ant_nets": 0,
  "top_area_share_pct": 39.9,
  "clockBufferDepth": 2,
  "cts_setup_buffers": 0,
  "initCoreUtil_pct": 41.4,
  "cp_max_fo": 25,
  "fin_crit_ns": 4.33,
  "finalWeightedCongestion": 0.953,
  "cp-start-kind": "flop",
  "drive_gt1_share_pct": 8.30,
  "period_used_pct": 76.0,
  "ys_seq_elements": 96,
  "dp_slack_ns": 1.31,
  "synthArstFlopShare_pct": 0,
  "dpl.hpwl_mm": 11.6,
  "use_met3_pct": 3.76,
  "synth_area_mm2": 0.00723,
  "cp-end-kind": "flop",
  "warnings": 27,
  "syn2layout_area_growth_pct": 7.42,
  "ys_cells": 783,
  "grt_pass1_vias": 5366,
  "whs_endpoint": "progress[0]",
  "rows": 48,
  "antenna_found_initial": 1,
  "root_buffer": "clkbuf_16",
  "required_ns": 5.80,
  "vias_per_cell": 5.73,
  "worstHoldStart": "lastnote[0]"
}
cell usage in the layout, fill, tap and decap left out, drive strengths merged, types with 6 or more instances in the layout:
cell type,n
edfxtp,96
nor2,91
nand2,71
nand3,38
o21ai,35
ha,35
xnor2,33
a21oi,31
inv,29
nor2b,26
xor2,22
nand4,21
nor3,21
nand2b,17
nor4,17
conb,15
o22ai,14
and2,14
and3,13
buf,12
and4,10
a31oi,10
clkbuf,9
a211oi,7
or3,7
or2,6
clkinv,6
cells by family (layout without fill, tap and decap cells):
logic type,after synthesis,in the layout,share of synthesized area [%]
fa+ha+maj,35,35,6.06
other cells,1,16,0.0519
compound gates,152,152,14.2
xor+xnor,55,55,6.66
buf+inv,73,59,4.48
flops,96,96,39.9
mux,6,6,0.917
simple gates,365,365,27.8
synth_stat cells, types with 14 or more instances:
cell type,n
edfxtp_1,96
nand2_1,71
nor2_1,71
nand3_1,36
ha_1,35
o21ai_0,35
xnor2_1,33
a21oi_1,31
clkbuf_1,31
inv_1,28
nor2b_1,26
xor2_1,22
nand4_1,21
nor3_1,21
nand2b_1,17
nor4_1,15
o22ai_1,14
sequential cells by signal, summed over array words and instances, names as in the netlist:
signal and count:
lastnote 7, counthigh 1, mycounter1 32, progress 7, countlow 16, mycounter2 32, signalout 1
worst max-delay path: stages (launching register included):
cell	delay, ns
edfxtp_1	0.42
and4_1	0.35
nand4_1	0.35
nor2_1	0.32
xor2_1	0.32
ha_1	0.20
nand4_1	0.12
nor2_1	0.17
a41oi_1	0.13
o2111ai_1	0.15
nor4_1	0.08
nand4_1	0.10
buf_4	0.28
o31a_2	0.58
buf_4	0.42
nor2b_1	0.08
metal layers:
layer	wire length [um]	vias to the layer above
met2	7370	191
met5	0	-
met3	1050	22
met1	7740	2679
met4	275	0
li1	-	2889
power by group:
group,internal (mW),leakage (nW),switching (mW),total (mW)
Clock,0.340,0.146,0.260,0.600
Sequential,0.766,0.871,0,0.766
Combinational,0,1.75,0.000959,0.000961
Total,1.11,2.77,0.261,1.37
per-stage QoR:
stage | util, % | hold WS [ns]
floorplan | - | 0.497
global placement | 42.7 | 0.500
detailed placement | 42.7 | 0.501
CTS | 44.4 | 0.517
global route | 44.4 | 0.548
finish | 44.4 | 0.518
worst max path at each step:
stage             start       endpoint
4_1_cts   mycounter1[2]  mycounter2[1]
5_1_grt   mycounter1[2]  mycounter2[2]
6_report  mycounter1[2]  mycounter2[1]
area by class of cell:
| class | instances | area (um2) | share of cell area, % |
|---|---|---|---|
| multi-input cells | 628 | 4090 | 52.7 |
| flip-flops and latches | 96 | 2880 | 37.1 |
| well taps | 225 | 282 | 3.62 |
| clock buffers | 9 | 225 | 2.90 |
| inverters | 30 | 113 | 1.45 |
| repair buffers | 13 | 100 | 1.29 |
| clock inverters | 7 | 70.1 | 0.902 |
| diodes | 1 | 2.50 | 0.0322 |
Power is estimated from default activity; no workload was simulated.
