==> design/flow/design.v <==
module lab4(signalout,sw, clk);
	input clk;
	input [1:0] sw;
	output signalout;
	reg signalout;
	reg [31:0] mycounter1, mycounter2, myonesecond, countlow, counthigh;
	reg [31:0] progress, lastnote;
	initial begin
		mycounter1 = 0;
		mycounter2 = 0;
		signalout = 0;
		myonesecond = 50000000;
		progress = 4'b0001;
	end
	always @(posedge clk) begin
		case(progress)
			default: begin
			end
			4'b0000: begin
				mycounter1 = mycounter1 + 1'b1;
				mycounter2 = mycounter2 + 1'b1;
				if(mycounter1 < countlow) begin
					signalout = 0;
				end
				if((mycounter1 >= countlow) && (mycounter1 < counthigh)) begin
					signalout = 1;
				end
				if(mycounter1 >= counthigh) begin
					signalout = 0;
					mycounter1 = 0;
					if(mycounter2 >= myonesecond) begin
						progress = lastnote;
						mycounter2 = 0;
					end
				end
			end
			4'b0001: begin  
				countlow = 47778;
				counthigh = 95556;
				progress = 0;
				lastnote = 4'b0010;
			end
			4'b0010: begin  
				countlow = 42565;
				counthigh = 85131;
				progress = 0;
				lastnote = 4'b0011;
			end
			4'b0011: begin  
				countlow = 37921;
				counthigh = 75843;
				progress = 0;
				lastnote = 4'b0100;
			end
			4'b0100: begin  
				countlow = 35793;
				counthigh = 71586;
				progress = 0;
				lastnote = 4'b0101;
			end
			4'b0101: begin  
				countlow = 31888;
				counthigh = 63776;
				progress = 0;
				lastnote = 4'b0110;
			end
			4'b0110: begin  
				countlow = 28409;
				counthigh = 56818;
				progress = 0;
				lastnote = 4'b0111;
			end
			4'b0111: begin  
				countlow = 25309;
				counthigh = 50619;
				progress = 0;
				lastnote = 4'b1000;
			end
			4'b1000: begin  
				countlow = 23889;
				counthigh = 47778;
				progress = 0;
				lastnote = 4'b1001;
			end
			4'b1001: begin  
				countlow = 21293;
				counthigh = 42587;
				progress = 0;
				lastnote = 4'b1010;
			end
			4'b1010: begin  
				countlow = 18960;
				counthigh = 37921;
				progress = 0;
				lastnote = 4'b1011;
			end
			4'b1011: begin  
				countlow = 17896;
				counthigh = 35793;
				progress = 0;
				lastnote = 4'b1100;
			end
			4'b1100: begin  
				countlow = 15944;
				counthigh = 31888;
				progress = 0;
				lastnote = 4'b0001;
			end
		endcase
	end
endmodule
==> design/flow/constraint.sdc <==
current_design lab4

set clk_period 5.3
set clk_io_pct 0.2

create_clock -name clk0 -period $clk_period [get_ports {clk}]

set non_clock_inputs [all_inputs -no_clocks]
set_input_delay [expr $clk_period * $clk_io_pct] -clock clk0 $non_clock_inputs
set_output_delay [expr $clk_period * $clk_io_pct] -clock clk0 [all_outputs]
==> design/flow/config.mk <==
export PLATFORM = sky130hd
export DESIGN_NAME = lab4
export DESIGN_NICKNAME = lab4
export VERILOG_FILES = /design/flow/design.v
export SDC_FILE = /design/flow/constraint.sdc
export NUM_CORES = 4
export LEC_CHECK = 1
export CORE_UTILIZATION = 40
==> design/flow/run.sh <==
#!/bin/bash
# OpenROAD 26Q1-2900-gdf79404cd8, Yosys 0.63+post, stock flow scripts
make -C /OpenROAD-flow-scripts/flow DESIGN_CONFIG=/design/flow/config.mk WORK_HOME=/design/flow/orfs finish
==> flow_summary.json <==
{
  "aoi_share": 0.107,
  "async_flop_share": 0,
  "routedWlPerCell_microns": 13.5,
  "cts_hold_buf": 0,
  "top_area_frac": 0.470,
  "cts_buffer_depth": 2,
  "cts_root_buf": "clkbuf_16",
  "antenna_cells": 0,
  "finalHoldViolations": 0,
  "core_sq_mm": 0.0139,
  "enable_flop_cells": 90,
  "finalSetupViolations": 0,
  "die_w_microns": 122,
  "grt_max_degree": 49,
  "fp_util": 0.412,
  "crit_type": "flip-flop to flip-flop",
  "ant_nets": 0,
  "ir_drop_mv": 0.110,
  "crit_fanout": 22,
  "power_leakage_nw": 2.31,
  "rsz0062_at_grt": "no",
  "synth_adder_area_share": 0.0762,
  "clock_skew_ns": 0.00450,
  "yosys_warnings": 1,
  "yosys-top-cells-count": "edfxtp_1 (90), nor2_1 (59), nand2_1 (39)",
  "place_ws_ns": 1.14,
  "hpwl_microns": 7360,
  "crit_path_start_kind": "flip-flop",
  "gp_congestion": 0.878,
  "top_area_cell": "edfxtp_1",
  "max_cap_violations": 0,
  "first_iter_violations": 174,
  "ys_chip_area_sq_mm": 0.00575,
  "crit_required_ns": 5.40,
  "synth.most_common_cell": "edfxtp_1",
  "fp-row-count": 43,
  "cts_buffers": 9,
  "ys_seq_share": 0.470,
  "grt_pass1_wl_microns": 18300,
  "min_path_type": "flip-flop to flip-flop",
  "drt-vias-per-instance": 5.31,
  "grt_pass1_vias": 3811,
  "clk_latency_ns": 0.35,
  "internal_power_mw": 1.23,
  "ys_types": 58,
  "synth_flops": 90,
  "synthTopLogicFamily": "simple AND/OR/NAND/NOR gates",
  "die_h_microns": 122,
  "mux_share": 0.00697,
  "drt_wl_total_microns": 10300,
  "cp.arrival_ns": 4.33,
  "area_delta_synth_final_pct": 9.60,
  "xor_share": 0.0793,
  "clkTransAtPathRegs_ns": 0.06,
  "combPwrFrac": 0.001,
  "drc_errors": 0,
  "drive_gt1_frac": 0.0499,
  "period_minus_slack_ns": 4.23,
  "swShare": 0.178,
  "boundaryPins": 4,
  "cts_tree": "done",
  "clkPwrFrac": 0.484,
  "cts_resized": 0,
  "syn-instance-count": 572,
  "track_usage": 0.161,
  "status": "complete, no violations",
  "dieArea_sq_mm": 0.0148,
  "vias": 4039,
  "worstMarginPinSlew_ns": 0.819,
  "simple_gate_area_frac": 0.223,
  "htreeDepth": 3,
  "power_density_mw_per_mm2": 238,
  "post_cts_buffers": 0,
  "finalClockPeriodUsage": 0.798,
  "antenna_found_initial": 0,
  "yosys_cells": 572,
  "ys_top_cells_by_area": "edfxtp_1 (47%), ha_1 (7.6%), xnor2_1 (4.0%)",
  "switchingPower_uw": 267,
  "ys.flop_type": "edfxtp_1",
  "grt_overflow": 0,
  "placed_area_sq_mm": 0.00596,
  "p_seq_frac": 0.515,
  "relSlewSlack": 0.453,
  "netlist_area_sq_mm": 0.00575,
  "synth.avg_cell_area_sq_um": 10.0,
  "tns_ns": 0,
  "slew_viol_final": 0,
  "cts_sinks": 90,
  "port_buffers": 1,
  "endpoint_kind": "flip-flop",
  "max_clock_freq_mhz": 236,
  "drt_pass1_iterations": 4,
  "final_area_sq_mm": 0.00630,
  "worst_slack_ns": 1.07,
  "log.warning_count": 27
}
[state kept, by name, indices dropped and copies added (netlist names)]
register    count
counthigh       1
mycounter1     32
countlow       16
progress        4
signalout       1
lastnote        4
mycounter2     32
[metrics by stage]
stage                     std cells  total power [mW]  hold slack (ns)  utilization
after floorplan                 586             0.789            0.497            -
after global placement          745             0.789            0.510        0.427
after detailed placement        745             0.789            0.529        0.427
after CTS                       761              1.52            0.535        0.452
after global routing            761              1.55            0.557        0.452
final                           761              1.50            0.526        0.452
[worst max-delay path, cell delays in order, from the launching register on]
cell	delay (ns)
edfxtp_1	0.51
nand3_1	0.21
nor4_4	0.55
nand3_1	0.17
xnor2_1	0.21
ha_1	0.32
nand3_1	0.10
nor3_1	0.25
a21oi_1	0.11
o2111a_1	0.17
nand4_1	0.08
buf_4	0.26
o31a_1	0.62
buf_4	0.32
nor2_1	0.07
[worst paths after layout]
kind                 start             end  slack (ns)  depth (start not counted)
min            lastnote[1]     progress[1]        0.53                          1
max          mycounter1[0]  mycounter2[31]        1.07                         14
max reg2reg  mycounter1[0]  mycounter2[31]        1.07                         14
min reg2reg    lastnote[1]     progress[1]        0.53                          1
[routing by layer]
layer,vias up,GRT usage,part of all wire
met5,-,0,0
met4,0,0.0255,0.019
met3,12,0.0243,0.024
met2,45,0.226,0.43
met1,1876,0.282,0.53
li1,2106,-,-
[kinds of logic (layout without fill, tap and decap cells)]
family / Yosys count / count (layout)
buffers and inverters: 52 / 47
XOR/XNOR: 52 / 52
other: 1 / 15
AND/OR/NAND/NOR: 244 / 244
AND-OR/OR-AND: 94 / 94
adder cells (fa/ha/maj): 35 / 35
flip-flops: 90 / 90
multiplexers: 4 / 4
[layout by cell type, fill, tap and decap left out, types with 3 or more instances in the layout]
master,netlist,layout
conb_1,1,15
a211oi_1,4,4
bufinv_16,0,3
nand3_1,35,35
xor2_1,26,26
edfxtp_1,90,90
or3_1,5,5
nand2_1,39,39
nand4_1,18,18
and3_1,12,12
inv_1,27,27
xnor2_1,26,26
a21o_1,11,11
and2_1,7,7
a31oi_1,7,7
o22ai_1,3,3
nor4_1,7,7
nand2b_1,5,5
mux2i_1,4,4
o211ai_1,5,5
nor2_1,59,59
nor2b_1,19,19
a21oi_1,22,22
nor3_1,16,15
and4_1,7,7
o21ai_0,23,23
buf_4,2,3
ha_1,35,35
clkbuf_16,0,9
[power by group through the flow]
stage | registers, mW | logic [mW] | clock network (mW)
final | 0.773 | 0.00108 | 0.727
after global routing | 0.772 | 0.00169 | 0.775
after CTS | 0.772 | 0.00113 | 0.746
[layout make-up]
class | instances | area, sq um
Tap cell | 180 | 225
Fill cell | 1234 | 7640
Timing Repair Buffer | 4 | 32.5
Clock inverter | 7 | 116
Multi-Input combinational cell | 444 | 2900
Clock buffer | 9 | 225
Sequential cell | 90 | 2700
Inverter | 27 | 101
Power is estimated from default activity; no workload was simulated.
